==> ./run.sh <==
#!/bin/bash
# OpenROAD 26Q1-2900-gdf79404cd8, Yosys 0.63+post, stock flow scripts
make -C /OpenROAD-flow-scripts/flow DESIGN_CONFIG=/design/flow/config.mk WORK_HOME=/design/flow/orfs finish
==> ./config.mk <==
export PLATFORM = sky130hd
export DESIGN_NAME = Stall_Control
export DESIGN_NICKNAME = Stall_Control
export VERILOG_FILES = /design/flow/design.v
export SDC_FILE = /design/flow/constraint.sdc
export NUM_CORES = 4
export LEC_CHECK = 1
export CORE_AREA = 10 10 70 70
export DIE_AREA = 0 0 80 80
==> ./constraint.sdc <==
current_design Stall_Control

set clk_period 3.1
set clk_io_pct 0.2

create_clock -name clk0 -period $clk_period

set non_clock_inputs [all_inputs -no_clocks]
set_input_delay [expr $clk_period * $clk_io_pct] -clock clk0 $non_clock_inputs
set_output_delay [expr $clk_period * $clk_io_pct] -clock clk0 [all_outputs]
==> ./design.v <==
package CORE_PKG;
  parameter OPCODE_STORE = 7'h23;
  parameter OPCODE_LOAD = 7'h03;
  parameter OPCODE_BRANCH = 7'h63;
  parameter OPCODE_JALR = 7'h67;
  parameter OPCODE_JAL = 7'h6f;
  parameter OPCODE_AUIPC = 7'h17;
  parameter OPCODE_LUI = 7'h37;
  parameter OPCODE_OP = 7'h33;
  parameter OPCODE_OPIMM = 7'h13;
  typedef enum logic [6:0] {
    ALU_NOP   = 7'b0000000,
    ALU_ADD   = 7'b0011000,
    ALU_SUB   = 7'b0011001,
    ALU_ADDU  = 7'b0011010,
    ALU_SUBU  = 7'b0011011,
    ALU_ADDR  = 7'b0011100,
    ALU_SUBR  = 7'b0011101,
    ALU_ADDUR = 7'b0011110,
    ALU_SUBUR = 7'b0011111,
    ALU_XOR = 7'b0101111,
    ALU_OR  = 7'b0101110,
    ALU_AND = 7'b0010101,
    ALU_SRA = 7'b0100100,
    ALU_SRL = 7'b0100101,
    ALU_ROR = 7'b0100110,
    ALU_SLL = 7'b0100111,
    ALU_SLTS  = 7'b0000010,
    ALU_SLTU  = 7'b0000011,
    ALU_SLETS = 7'b0000110,
    ALU_SLETU = 7'b0000111
  } alu_opcode_e;
  typedef enum {
    REG_A, PC, OPA_NOP, PC4, OPA_ZERO
  } operand_a_mux;
  typedef enum logic [2:0] {
    REG = 3'b000,
    I_IMMD = 3'b001,
    S_IMMD = 3'b010,
    U_IMMD = 3'b011,
    J_IMMD = 3'b100,
    OPB_NOP = 3'b101
  } operand_b_mux;
  typedef enum logic [3:0] {
    NOP,
    LW,
    LH,
    LB,
    LHU,
    LBU,
    SW,
    SH,
    SB
  } load_store_func_code;
  typedef enum logic [2:0] {
    NO_WRITEBACK = 3'b000,
    READ_ALU_RESULT = 3'b001, 
    READ_MEM_RESULT = 3'b010,
    READ_REGFILE = 3'b011,
    READ_PC4 = 3'b100,
    READ_COMPARATOR_RESULT = 3'b101
  } write_back_mux_selector;
  typedef enum {
    NEXTPC,
    ALU_RESULT,
    ALU_RESULT_JALR,
    OFFSET,
    NOP_PC_MUX
  } pc_mux;
  typedef enum logic [2:0] {
    COMP_BEQ = 3'b000,
    COMP_BNE = 3'b001,
    COMP_BLT = 3'b100,
    COMP_BGE = 3'b101,
    COMP_BLT_U = 3'b110,
    COMP_BGE_U = 3'b111,
    COMP_SLTS  = 3'b010,
    COMP_SLTU  = 3'b011
  } comparator_func_code;
  typedef enum logic [2:0] {
    ORIGINAL_SELECT = 3'b000, 
    EX_RESULT_SELECT = 3'b001,
    MEM_RESULT_SELECT = 3'b010, 
    WB_RESULT_SELECT = 3'b011,
    MEM_DATA_EX_SELECT = 3'b100,  
    MEM_DATA_WB_SELECT = 3'b101
  } forward_mux_code;
  typedef enum logic [1:0] {
    nntaken = 2'b00,
    ntaken = 2'b01,
    taken = 2'b10,
    ttaken = 2'b11
  } bht_state;
endpackage
import CORE_PKG::*;
module Stall_Control (
  input logic reset, 
  input logic [6:0] ID_instr_opcode_ip,
  input logic [4:0] ID_src1_addr_ip,
  input logic [4:0] ID_src2_addr_ip,
  input logic flush_ip,
  input logic [4:0] EX_reg_dest_ip,   
  input logic [4:0] LSU_reg_dest_ip,
  input logic [4:0] WB_reg_dest_ip,
  input logic WB_write_reg_en_ip,
  input [6:0] EX_instr_opcode_ip,
  output logic stall_op
);
  always_comb begin
    stall_op = 1'b0;
    case(ID_instr_opcode_ip) 
      OPCODE_BRANCH,
      OPCODE_STORE,
      OPCODE_OP: begin
        stall_op = 
  		            ((EX_instr_opcode_ip === OPCODE_LOAD) 
                  && ((EX_reg_dest_ip === ID_src1_addr_ip)
                  || (EX_reg_dest_ip === ID_src2_addr_ip)))
                  || ((WB_write_reg_en_ip && (WB_reg_dest_ip != 5'd0)) &&
   		            (((WB_reg_dest_ip == ID_src1_addr_ip) &&
      		        (WB_reg_dest_ip !== EX_reg_dest_ip) &&
      		        (WB_reg_dest_ip != LSU_reg_dest_ip)) ||
     		          ((WB_reg_dest_ip == ID_src2_addr_ip) &&
      		        (WB_reg_dest_ip !== EX_reg_dest_ip) &&
      		        (WB_reg_dest_ip != LSU_reg_dest_ip)))) && (flush_ip == 0);
      end
      OPCODE_LOAD,
      OPCODE_JALR,
      OPCODE_OPIMM: begin
        stall_op = (EX_instr_opcode_ip === OPCODE_LOAD) 
                   && (EX_reg_dest_ip === ID_src1_addr_ip)
                   || (WB_write_reg_en_ip)
                   && (WB_reg_dest_ip == ID_src1_addr_ip) 
                   && (LSU_reg_dest_ip != ID_src1_addr_ip)
                   && (EX_reg_dest_ip !== ID_src1_addr_ip)
                   && (WB_reg_dest_ip != 5'b00000) && (flush_ip == 0);
      end
      default: begin
        stall_op = 1'b0;
      end
    endcase
  end
endmodule
==> results.sh <==
# source this file to load flow results
export IMPL_status="finished, final reports clean"
export IMPL_fin_crit_ns=2.96
export IMPL_grt_ovfl_total=0
export IMPL_pwr_density_cell_nw_per_um2=123
export IMPL_hold_buffers=0
export IMPL_tns_ns=0
export IMPL_ys_types=24
export IMPL_worstMarginPinSlew_ns=0.261
export IMPL_drv_cap=0
export IMPL_n_antenna_cell=0
export IMPL_drive_gt1_frac=0.208
export IMPL_dp_hpwl_um=1920
export IMPL_yosys_warnings=1
export IMPL_fin_hold_ws_ns=2.12
export IMPL_startpoint="WB_reg_dest_ip[1]"
export IMPL_hold_viol=0
export IMPL_flops=0
export IMPL_ys_sh_xor=0.553
export IMPL_ys_sh_aoi=0.117
export IMPL_io_pin_count=43
export IMPL_critPathRequiredTime_ns=2.48
export IMPL_seq_area_um2=0
export IMPL_mux_area_frac=0
export IMPL_yosysChipArea_um2=554
export IMPL_synth_area_um2=554
export IMPL_min_path_type="input pin to output pin"
export IMPL_drv_slew=0
export IMPL_ant_nets=0
export IMPL_place_gp_congestion=0.878
export IMPL_fp_util=0.162
export IMPL_ys_seq_share=0
export IMPL_clock_buffers=0
export IMPL_avgSynthCellArea_um2=7.59
export IMPL_warnings=33
export IMPL_chipHeight_um=80
export IMPL_yosysCellCount=73
export IMPL_cp_arrival_ns=2.34
export IMPL_track_usage=0.0607
export IMPL_leakagePower_nw=0.425
export IMPL_synth_cells=73
export IMPL_grt_start_max_net_pins=5
export IMPL_crit_type="input pin to output pin"
export IMPL_cp_start_kind="input pin"
export IMPL_ir_drop_uv=47.9
export IMPL_crit_fanout=2
export IMPL_finalClockPeriodUsage=0.956
export IMPL_vias=682
export IMPL_drc=0
export IMPL_final_cell_mix="clkdlybuf4s50_1 (40), xnor2_1 (20), buf_4 (20)"
export IMPL_ys_sh_adder=0
export IMPL_hp_start="WB_reg_dest_ip[3]"
export IMPL_viasPerCell=3.88
export IMPL_rows=21
export IMPL_wl_um=2050
export IMPL_layout_cells_most_common="clkdlybuf4s50_1"
export IMPL_core_area_um2=3420
export IMPL_simple_gate_share=0.257
export IMPL_port_buffers=42
export IMPL_area_growth_pct=110
export IMPL_finalSetupViolCount=0
export IMPL_logic_family="XOR/XNOR gates"
export IMPL_grt_pass1_vias=735
export IMPL_grt_pass1_wl_um=3250
export IMPL_first_iter_violations=14
export IMPL_slew_headroom=0.826
export IMPL_fmax_mhz=338
export IMPL_antenna_found_initial=0
export IMPL_dr_pass1_iters=4
export IMPL_crit_path_end_kind="output pin"
export IMPL_chipArea_um2=6400
export IMPL_fillers=371
export IMPL_chipWidth_um=80
export IMPL_wl_per_cell_um=11.6
## metrics by stage
| step | power, mW | utilization | instances | area, um2 | worst slack [ns] |
|---|---|---|---|---|---|
| after global placement | 0.141 | 0.336 | 176 | 1150 | -0.172 |
| after floorplan | 0.0567 | - | 73 | 554 | 0.827 |
| after global routing | 0.155 | 0.341 | 176 | 1160 | -0.0311 |
| after CTS | 0.144 | 0.337 | 176 | 1150 | 0.105 |
| final | 0.143 | 0.341 | 176 | 1160 | 0.137 |
| after detailed placement | 0.142 | 0.336 | 176 | 1150 | -0.134 |
## metal layers
metal,up-vias,track usage,part of all wire
met3,0,0.0148,0.075
met1,294,0.0811,0.44
li1,367,-,-
met2,21,0.102,0.48
met4,0,0,0
met5,-,0,0
## where the power goes
part	internal, mW	switching [mW]	total (mW)
logic	0.0919	0.0513	0.143
registers	0	0	0
clock network	0	0	0
## final timing paths
kind  endpoint  cells past startpoint
max   stall_op                      7
min   stall_op                      7
## critical path, stage by stage
cell,delay [ns]
clkdlybuf4s50_1,0.44
or4_4,0.55
o21ai_2,0.14
a31oi_1,0.06
a31oi_1,0.19
o311ai_1,0.09
dlygate4sd2_1,0.26
## kinds of logic after synthesis
logic type	count (synthesis)
xor+xnor	35
simple gates	24
compound gates	8
buf+inv	6
## cell usage after synthesis, drive strengths merged
| cell | instances | share of area |
|---|---|---|
| nor4bb | 1 | 0.018 |
| a2111oi | 1 | 0.016 |
| or2 | 1 | 0.011 |
| nor2 | 2 | 0.014 |
| nand2 | 2 | 0.014 |
| o21ai | 1 | 0.016 |
| nand4b | 1 | 0.016 |
| a31oi | 2 | 0.023 |
| buf | 4 | 0.059 |
| o31a | 1 | 0.016 |
| nor2b | 2 | 0.023 |
| o2111ai | 2 | 0.032 |
| inv | 1 | 0.0068 |
| or4 | 1 | 0.020 |
| xnor2 | 20 | 0.32 |
| nand3b | 1 | 0.014 |
| nand3 | 6 | 0.054 |
| nor4 | 1 | 0.011 |
| xor2 | 15 | 0.24 |
| clkbuf | 1 | 0.0068 |
| o311ai | 1 | 0.016 |
| nor3 | 6 | 0.063 |
## timing repair
item	in CTS	in global routing
setup endpoints to repair	1	1
setup buffers	0	0
resized	3	3
endpoints found under the hold margin	0	0
## layout make-up
cell class	count	area, um2	share of cell area
multi-input cells	67	532	0.456
repair buffers	62	572	0.491
inverters	1	3.75	0.00322
well taps	46	57.6	0.0494
No activity file was given, so power comes from the tool's default toggle rates.
