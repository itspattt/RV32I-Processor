===== design/flow/run.sh =====
#!/bin/bash
# OpenROAD 26Q1-2900-gdf79404cd8, Yosys 0.63+post, stock flow scripts
make -C /OpenROAD-flow-scripts/flow DESIGN_CONFIG=/design/flow/config.mk WORK_HOME=/design/flow/orfs finish

===== design/flow/config.mk =====
export PLATFORM = sky130hd
export DESIGN_NAME = Register_File
export DESIGN_NICKNAME = Register_File
export VERILOG_FILES = /design/flow/design.v
export SDC_FILE = /design/flow/constraint.sdc
export NUM_CORES = 4
export LEC_CHECK = 1
export CORE_UTILIZATION = 30

===== design/flow/constraint.sdc =====
current_design Register_File

set clk_period 6.9
set clk_io_pct 0.2

create_clock -name clk0 -period $clk_period [get_ports {clock}]

set non_clock_inputs [all_inputs -no_clocks]
set_input_delay [expr $clk_period * $clk_io_pct] -clock clk0 $non_clock_inputs
set_output_delay [expr $clk_period * $clk_io_pct] -clock clk0 [all_outputs]

===== design/flow/design.v =====
package CORE_PKG;
  parameter OPCODE_STORE = 7'h23;
  parameter OPCODE_LOAD = 7'h03;
  parameter OPCODE_BRANCH = 7'h63;
  parameter OPCODE_JALR = 7'h67;
  parameter OPCODE_JAL = 7'h6f;
  parameter OPCODE_AUIPC = 7'h17;
  parameter OPCODE_LUI = 7'h37;
  parameter OPCODE_OP = 7'h33;
  parameter OPCODE_OPIMM = 7'h13;
  typedef enum logic [6:0] {
    ALU_NOP   = 7'b0000000,
    ALU_ADD   = 7'b0011000,
    ALU_SUB   = 7'b0011001,
    ALU_ADDU  = 7'b0011010,
    ALU_SUBU  = 7'b0011011,
    ALU_ADDR  = 7'b0011100,
    ALU_SUBR  = 7'b0011101,
    ALU_ADDUR = 7'b0011110,
    ALU_SUBUR = 7'b0011111,
    ALU_XOR = 7'b0101111,
    ALU_OR  = 7'b0101110,
    ALU_AND = 7'b0010101,
    ALU_SRA = 7'b0100100,
    ALU_SRL = 7'b0100101,
    ALU_ROR = 7'b0100110,
    ALU_SLL = 7'b0100111,
    ALU_SLTS  = 7'b0000010,
    ALU_SLTU  = 7'b0000011,
    ALU_SLETS = 7'b0000110,
    ALU_SLETU = 7'b0000111
  } alu_opcode_e;
  typedef enum {
    REG_A, PC, OPA_NOP, PC4, OPA_ZERO
  } operand_a_mux;
  typedef enum logic [2:0] {
    REG = 3'b000,
    I_IMMD = 3'b001,
    S_IMMD = 3'b010,
    U_IMMD = 3'b011,
    J_IMMD = 3'b100,
    OPB_NOP = 3'b101
  } operand_b_mux;
  typedef enum logic [3:0] {
    NOP,
    LW,
    LH,
    LB,
    LHU,
    LBU,
    SW,
    SH,
    SB
  } load_store_func_code;
  typedef enum logic [2:0] {
    NO_WRITEBACK = 3'b000,
    READ_ALU_RESULT = 3'b001, 
    READ_MEM_RESULT = 3'b010,
    READ_REGFILE = 3'b011,
    READ_PC4 = 3'b100,
    READ_COMPARATOR_RESULT = 3'b101
  } write_back_mux_selector;
  typedef enum {
    NEXTPC,
    ALU_RESULT,
    ALU_RESULT_JALR,
    OFFSET,
    NOP_PC_MUX
  } pc_mux;
  typedef enum logic [2:0] {
    COMP_BEQ = 3'b000,
    COMP_BNE = 3'b001,
    COMP_BLT = 3'b100,
    COMP_BGE = 3'b101,
    COMP_BLT_U = 3'b110,
    COMP_BGE_U = 3'b111,
    COMP_SLTS  = 3'b010,
    COMP_SLTU  = 3'b011
  } comparator_func_code;
  typedef enum logic [2:0] {
    ORIGINAL_SELECT = 3'b000, 
    EX_RESULT_SELECT = 3'b001,
    MEM_RESULT_SELECT = 3'b010, 
    WB_RESULT_SELECT = 3'b011,
    MEM_DATA_EX_SELECT = 3'b100,  
    MEM_DATA_WB_SELECT = 3'b101
  } forward_mux_code;
  typedef enum logic [1:0] {
    nntaken = 2'b00,
    ntaken = 2'b01,
    taken = 2'b10,
    ttaken = 2'b11
  } bht_state;
endpackage
module DFlipFlop #(
  parameter DATA_WIDTH = 32
) (
  input logic clock,
  input logic reset,
  input logic enable,
  input logic [DATA_WIDTH-1:0] data_ip,
  output logic [DATA_WIDTH-1:0] data_op
);
  always_ff @(posedge clock) begin
    if (reset == 1'b1)
      data_op <= 0;
    else if (enable == 1'b1)
      data_op <= data_ip;
  end
endmodule
import CORE_PKG::*;
module Register_File#(
  parameter ADDR_WIDTH = 5,
  parameter DATA_WIDTH = 32
) (
  input logic clock,
  input logic reset,
  input logic [ADDR_WIDTH-1:0] raddr_a_ip,
  output logic [DATA_WIDTH-1:0] raddr_a_op,
  input logic [ADDR_WIDTH-1:0] raddr_b_ip,
  output logic [DATA_WIDTH-1:0] raddr_b_op,
  input logic [ADDR_WIDTH-1:0] waddr_a_ip,
  input logic [DATA_WIDTH-1:0] wdata_a_ip,
  input logic we_a_ip                          
);
  localparam NUM_INT_WORDS = 2 ** (ADDR_WIDTH); 
  logic [ADDR_WIDTH-1:0] waddr_a;
  logic [DATA_WIDTH-1:0] write_enable_a_dec;
  logic [DATA_WIDTH-1:0] RegisterFile [0:NUM_INT_WORDS-1];
  assign waddr_a = waddr_a_ip;
  assign raddr_a_op = RegisterFile[raddr_a_ip];
  assign raddr_b_op = RegisterFile[raddr_b_ip];
  genvar gidx;
  generate
    for (gidx = 0; gidx < NUM_INT_WORDS; gidx++) begin : gen_we_encoder
      assign write_enable_a_dec[gidx] = (waddr_a == gidx) ? we_a_ip : 1'b0;
    end
  endgenerate
  genvar x;
  generate
    DFlipFlop #(
      .DATA_WIDTH(DATA_WIDTH)
    ) RF0 (
      .clock(clock),
      .reset(reset),
      .enable(1'b0),
      .data_ip(wdata_a_ip),
      .data_op(RegisterFile[0])
    );
    for(x=1; x<NUM_INT_WORDS; x++) begin : RF
      DFlipFlop #(
      .DATA_WIDTH(DATA_WIDTH)
      ) RF (
        .clock(clock),
        .reset(reset),
        .enable(write_enable_a_dec[x]),
        .data_ip(wdata_a_ip),
        .data_op(RegisterFile[x])
      );
    end
  endgenerate
endmodule

==> results.toml <==
# synthesis and place-and-route metrics
[clock_network]
clock_latency_ps = 780
htreeDepth = 3
numCtsBuffers = 110
cts.sink_count = 992
root_buffer = "clkbuf_16"
cts_tree = "yes"
path_clk_slew_ps = 60
post_cts_buffers = 0
ctsHoldBuffers = 0
clk_path_buf_depth = 3
post_cts_resized = 0

[synthesis]
most_common_cell = "nand2_1"
synth_area_per_cell_sq_um = 7.35
ys_async_sr_fraction_pct = 0
synth-main-ff-cell = "dfxtp_1"
ys_cells = 6542
top_cells_by_area = "dfxtp_1, nand2_1, a21oi_1"
synth_top_cell_by_area = "dfxtp_1"
yosys_warnings = 3
netlist_area_sq_um = 48100
synth_flops = 992
edf_count = 0
yosys-top-cells-count = "nand2_1, a21oi_1, dfxtp_1"
postSynthCellCount = 6542
ys_types = 67
yosys-stat-area_sq_um = 48100
yosys.stat.seqShare_pct = 41.3
top_cell_area_share_pct = 41.3

[sta]
max_slew_margin_pct = 9.43
hold_viol = 0
maxSlewViolCount = 0
worst_slack_ps = 74.3
skew_ps = 0
post-route-min-period_ps = 6830
rsz0062_at_grt = "no"
fin_crit_sh_pct = 98.9
timing.hold.ws_ps = 471
clock.fmax_mhz = 147
fin_tns_setup_ps = 0
setup_viol = 0
worstMarginPinSlew_ps = 1350

[cells_and_area]
nFillCells = 16273
drive_gt1_share_pct = 10.5
largest_reg_flops = 992
largestRegisters = "RF.RF.data_op: 992 flops"
utilization_pct = 35.4
top_register = "RF.RF.data_op"
fin_area_sq_um = 56300
areaGrowthSynthToFinish_pct = 17.1
fin_cells = 8600

[place]
finalWeightedCongestion = 1.10
numPortBuffers = 113
place_area_sq_um = 52500
dp.cells = 8389
dp_worst_setup_slack_ps = 330
hpwl_um = 207000

[global_route]
grt_pass1_wl_um = 442000
antenna_found_initial = 27
grt_start_max_net_pins = 132
overflow = 0
grt_pass1_vias = 52913
track_usage_pct = 40.9

[drt]
dr_wl_met2_um = 126000
drtIter0Drc = 9079
drcViolationCount = 0
totalWireLength_um = 333000
antenna_left = 0
wl_met1_um = 116000
first_pass_iters = 9
wl_met3_um = 58800
top_layer_used = "met5"
wire_per_inst_um = 38.7
via_per_inst = 6.71
num_vias = 57726

[floorplan]
fp.dieW_um = 402
fp-utilization_pct = 30.3
die_y_um = 402
core_area_sq_um = 159000
ioPinCount = 114
rows = 146
die_area_sq_um = 162000

[worst_setup_path]
cp.arrival_ps = 5450
worst-setup-path-type = "input pin to output pin"
critPathLaunchType = "input pin"
path_max_fanout = 33
cp-end-kind = "output pin"
r2r_slack_ps = 6030
required_ps = 5520

[flow_run]
maxCapViolCount = 0
tool_warnings = 41

[run_status]
outcome = "finished clean"

[pwr]
p_leak_nw = 18.0
ir_drop_mv = 0.205
p_total_mw = 13.1
powerDensity_nw_per_um2 = 233

[min_path]
worstHoldPathType = "flop to flop"
-- where the power goes --
| part | internal, mW | leakage (nW) | switching (mW) | total [mW] |
|---|---|---|---|---|
| Sequential | 5.77 | 8.00 | 0.0465 | 5.82 |
| Combinational | 0.196 | 8.20 | 0.856 | 1.05 |
| Clock | 3.60 | 1.79 | 2.65 | 6.25 |
| Total | 9.56 | 18.0 | 3.55 | 13.1 |
-- per-layer routing --
layer | global-route usage, % | vias up
met2 | 52.5 | 5578
met4 | 28.6 | 56
met5 | 4.16 | -
met1 | 49.1 | 27474
met3 | 25.8 | 1766
li1 | - | 22852
-- final timing paths --
| check | start | end | cells past startpoint |
|---|---|---|---|
| worst max-delay path | raddr_b_ip[4] | raddr_b_op[30] | 9 |
| worst min-delay path | RF[11].RF.data_op[22]$_SDFFE_PP0P_ | RF[11].RF.data_op[22]$_SDFFE_PP0P_ | 2 |
| worst max register to register | RF[22].RF.data_op[3]$_SDFFE_PP0P_ | RF[22].RF.data_op[3]$_SDFFE_PP0P_ | 2 |
| worst min register to register | RF[11].RF.data_op[22]$_SDFFE_PP0P_ | RF[11].RF.data_op[22]$_SDFFE_PP0P_ | 2 |
-- final cells by class --
class	count	area [sq um]	area share, %
diodes	21	52.6	0.0934
clock buffers	158	3200	5.70
clock inverters	32	462	0.821
inverters	3	11.3	0.0200
multi-input cells	4884	26200	46.6
flip-flops and latches	992	19900	35.3
well taps	2072	2590	4.61
repair buffers	438	3870	6.87
-- cells in the final DEF, fill, tap and decap left out, types with 33 or more instances in the layout --
master	count
nand2_1	2072
a21oi_1	1042
dfxtp_1	992
a22oi_1	515
buf_4	305
nand3_1	255
nand4_1	116
clkbuf_16	111
clkdlybuf4s50_1	105
mux2i_1	77
and3_1	69
nor2_1	63
a22o_1	52
mux2_2	44
or4_1	43
nor2_4	38
o21ai_0	34
and4_1	33
a2bb2oi_1	33
-- cell families after synthesis --
| kind of cell | Yosys count | synth area share [%] |
|---|---|---|
| simple gates | 2878 | 25.8 |
| compound gates | 1876 | 24.4 |
| flops | 992 | 41.3 |
| buf+inv | 666 | 5.38 |
| mux | 130 | 3.06 |
-- critical path: stages --
cell,delay [ps]
clkdlybuf4s50_1,610
buf_4,430
and3b_1,620
and2_2,600
buf_4,310
a32oi_1,200
nand4_1,130
or4_1,670
clkdlybuf4s50_1,450
Power figures rest on the tool's default switching activity, not on a simulated workload.
