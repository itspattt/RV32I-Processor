==> /design/flow/config.mk <==
export PLATFORM = sky130hd
export DESIGN_NAME = Fetch
export DESIGN_NICKNAME = Fetch
export VERILOG_FILES = /design/flow/design.v
export SDC_FILE = /design/flow/constraint.sdc
export NUM_CORES = 4
export LEC_CHECK = 1
export CORE_AREA = 10 10 102 102
export DIE_AREA = 0 0 112 112
==> /design/flow/constraint.sdc <==
current_design Fetch

set clk_period 1.0
set clk_io_pct 0.2

create_clock -name clk0 -period $clk_period [get_ports {clock}]

set non_clock_inputs [all_inputs -no_clocks]
set_input_delay [expr $clk_period * $clk_io_pct] -clock clk0 $non_clock_inputs
set_output_delay [expr $clk_period * $clk_io_pct] -clock clk0 [all_outputs]
==> /design/flow/design.v <==
package CORE_PKG;
  parameter OPCODE_STORE = 7'h23;
  parameter OPCODE_LOAD = 7'h03;
  parameter OPCODE_BRANCH = 7'h63;
  parameter OPCODE_JALR = 7'h67;
  parameter OPCODE_JAL = 7'h6f;
  parameter OPCODE_AUIPC = 7'h17;
  parameter OPCODE_LUI = 7'h37;
  parameter OPCODE_OP = 7'h33;
  parameter OPCODE_OPIMM = 7'h13;
  typedef enum logic [6:0] {
    ALU_NOP   = 7'b0000000,
    ALU_ADD   = 7'b0011000,
    ALU_SUB   = 7'b0011001,
    ALU_ADDU  = 7'b0011010,
    ALU_SUBU  = 7'b0011011,
    ALU_ADDR  = 7'b0011100,
    ALU_SUBR  = 7'b0011101,
    ALU_ADDUR = 7'b0011110,
    ALU_SUBUR = 7'b0011111,
    ALU_XOR = 7'b0101111,
    ALU_OR  = 7'b0101110,
    ALU_AND = 7'b0010101,
    ALU_SRA = 7'b0100100,
    ALU_SRL = 7'b0100101,
    ALU_ROR = 7'b0100110,
    ALU_SLL = 7'b0100111,
    ALU_SLTS  = 7'b0000010,
    ALU_SLTU  = 7'b0000011,
    ALU_SLETS = 7'b0000110,
    ALU_SLETU = 7'b0000111
  } alu_opcode_e;
  typedef enum {
    REG_A, PC, OPA_NOP, PC4, OPA_ZERO
  } operand_a_mux;
  typedef enum logic [2:0] {
    REG = 3'b000,
    I_IMMD = 3'b001,
    S_IMMD = 3'b010,
    U_IMMD = 3'b011,
    J_IMMD = 3'b100,
    OPB_NOP = 3'b101
  } operand_b_mux;
  typedef enum logic [3:0] {
    NOP,
    LW,
    LH,
    LB,
    LHU,
    LBU,
    SW,
    SH,
    SB
  } load_store_func_code;
  typedef enum logic [2:0] {
    NO_WRITEBACK = 3'b000,
    READ_ALU_RESULT = 3'b001, 
    READ_MEM_RESULT = 3'b010,
    READ_REGFILE = 3'b011,
    READ_PC4 = 3'b100,
    READ_COMPARATOR_RESULT = 3'b101
  } write_back_mux_selector;
  typedef enum {
    NEXTPC,
    ALU_RESULT,
    ALU_RESULT_JALR,
    OFFSET,
    NOP_PC_MUX
  } pc_mux;
  typedef enum logic [2:0] {
    COMP_BEQ = 3'b000,
    COMP_BNE = 3'b001,
    COMP_BLT = 3'b100,
    COMP_BGE = 3'b101,
    COMP_BLT_U = 3'b110,
    COMP_BGE_U = 3'b111,
    COMP_SLTS  = 3'b010,
    COMP_SLTU  = 3'b011
  } comparator_func_code;
  typedef enum logic [2:0] {
    ORIGINAL_SELECT = 3'b000, 
    EX_RESULT_SELECT = 3'b001,
    MEM_RESULT_SELECT = 3'b010, 
    WB_RESULT_SELECT = 3'b011,
    MEM_DATA_EX_SELECT = 3'b100,  
    MEM_DATA_WB_SELECT = 3'b101
  } forward_mux_code;
  typedef enum logic [1:0] {
    nntaken = 2'b00,
    ntaken = 2'b01,
    taken = 2'b10,
    ttaken = 2'b11
  } bht_state;
endpackage
import CORE_PKG::*;
module Fetch(
  input logic clock,
  input logic reset,
  input logic instr_gnt_ip,                
  input logic [31:0] Next_PC_ip,
  output logic instr_req_op,               
  output logic [31:0] instr_addr_op,       
  output logic [31:0] pc_addr
);
  logic [31:0] PC, Next_PC;                
  assign Instr_or_Data_op = 0;             
  assign pc_addr = PC;
  always @(*) begin
    if (reset == 1'b1) begin
      instr_addr_op = 0;
      instr_req_op = 0;
    end
    else begin
      instr_addr_op = Next_PC_ip;
      instr_req_op = 1;
    end
  end
  always_ff @(posedge clock) begin
    if (reset == 1'b1)
      PC <= 0;
    else 
      PC <= Next_PC_ip;
  end
endmodule
==> /design/flow/run.sh <==
#!/bin/bash
# OpenROAD 26Q1-2900-gdf79404cd8, Yosys 0.63+post, stock flow scripts
make -C /OpenROAD-flow-scripts/flow DESIGN_CONFIG=/design/flow/config.mk WORK_HOME=/design/flow/orfs finish
==> impl_metrics.toml <==
# flow metrics
[synth]
netlist_instances = 68
top_area_cell = "dfxtp_1"
synth_cell_types = 4
ys_top_cells_by_area = "dfxtp_1 (74%), nor2b_1 (23%), buf_4 (2.6%)"
top_area_frac = 0.739
ys_cells = 68
synth_warnings = 2
yosysSeqAreaShare = 0.739
ys_area_um2 = 867
async_flop_share = 0
flop_cell = "dfxtp_1"
ys_top_cells_by_count = "dfxtp_1 (32), nor2b_1 (32), buf_4 (3)"
avgSynthCellArea_um2 = 12.8
synth-seq-cells = 32
edf_count = 0
syn_area_um2 = 867

[layout]
top_register = "PC"
layoutNonFillerInstCount = 311
drive_above_1_share = 0.694
nFillCells = 844
area_delta_synth_final_pct = 177
fin_util = 0.293
largest_reg_flops = 32
reg.largest.list = "PC (32)"

[timing]
report.final.slew_viol_count = 0
hold_viol = 0
setup_ws_ns = -0.105
setup_violations = 11
tightest_slew_ns = 0.307
timing.hold.ws_ns = 0.213
min_period_ns = 1.11
max-slew-margin-rel = 0.795
rsz0062_at_grt = "true"
post-route-period-util = 1.11
clock.fmax_mhz = 905

[clocking]
clk_pin_slew_ns = 0.07
cts_sinks = 32
cts_buffers = 5
h-tree-depth = 2
ctsHoldBuffers = 0
cts_root_buffer = "clkbuf_8"
cts_tree = "yes"
cts_buffer_depth = 2

[routing]
vias = 968
remaining_drc_errors = 0
first_pass_iters = 2
drt_iter0_drc = 14
wl_per_cell_um = 14.3
vias_per_cell = 3.11
ant_nets = 0
diodes = 0
drt_wl_total_um = 4440

[power_and_ir_drop]
vdd_drop_max_mv = 0.495
power_density_nw_per_um2 = 1320
p_leak_nw = 1.25
power_mw = 3.17

[place]
routabilityCongestion = 0.723
numPlacedInstances = 280
hpwl_um = 3110
place.port_buffers = 98

[die]
row_count = 33
core_area_um2 = 8220
die_x_um = 112
chipHeight_um = 112
die-area_um2 = 12500
fp_util = 0.106
io_pins = 100

[status]
outcome = "finished with violations"
violations = "setup timing"

[global_routing]
gr-usage-all-layers = 0.0678
antenna_found_initial = 0
grt_max_degree = 11
first_global_vias = 1075
overflow = 0
grt_first_pass_wirelength_um = 6780

[run]
warnings = 28
maxCapViolCount = 0

[critical_path]
cp.required_ns = 0.80
cp-start-kind = "input pin"
path_class = "input pin to output port"
crit_arrival_ns = 0.91
worst-path-max-fanout = 6
cp-end-kind = "output port"

[worst_hold_path]
holdCritPathClass = "input pin to flip-flop"
worst max-delay path, cell delays in order:
cell and delay, ns:
buf_12 0.11, buf_16 0.13, buf_12 0.12, buf_12 0.14, nor2b_4 0.11, buf_2 0.10
area by class of cell:
type | count | area (µm²) | area share
inverter | 1 | 3.75 | 0.00156
clock buffer | 6 | 72.6 | 0.0302
tap | 105 | 131 | 0.0546
clock inverter | 2 | 35.0 | 0.0146
sequential | 32 | 658 | 0.274
multi-input combinational | 32 | 440 | 0.183
timing repair buffer | 133 | 1060 | 0.442
kinds of logic (layout without fill, tap and decap cells):
| family | count (synthesis) | count (layout) | share of synthesized area |
|---|---|---|---|
| AND/OR/NAND/NOR | 32 | 32 | 0.231 |
| buffers and inverters | 4 | 142 | 0.0303 |
| flip-flops | 32 | 32 | 0.739 |
final timing paths:
path              slack [ns]                to  start  depth (start not counted)
setup / recovery       -0.11  instr_addr_op[3]  reset                          6
hold / removal          0.21            PC[26]  reset                          3
metal layers:
layer	vias up	part of all wire	global-route usage
li1	475	-	-
met5	-	0	0
met3	4	0.095	0.0255
met2	47	0.53	0.125
met1	442	0.36	0.0723
met4	0	0.016	0.0110
repair_timing:
action                     4_1_cts  5_1_grt
setup endpoints to repair       65       54
setup buffers                   17        5
resized                        274       32
cloned                           2        0
pin swaps                        0        0
placed cells by master (no fill, tap or decap), drive strengths merged:
cell type,n
buf,69
dfxtp,32
inv,1
dlygate4sd2,25
clkbuf,26
bufinv,1
clkdlybuf4s15,12
clkdlybuf4s50,7
clkinv,1
nor2b,32
where the power goes:
group          switching (mW)  internal, mW
registers              0.0163          1.35
logic                   0.169         0.408
clock network           0.488         0.739
total                   0.673          2.50
through the flow:
step,setup TNS [ns],setup slack [ns],cell area (µm²)
after floorplan,0,0.374,867
after global placement,-28.67,-0.803,2060
after detailed placement,-28.38,-0.808,2060
after CTS,-1.13,-0.113,2470
after global routing,-1.66,-0.138,2400
final,-0.781,-0.105,2400
No activity file was given, so power comes from the tool's default toggle rates.
